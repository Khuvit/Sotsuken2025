File: /design/flow/design.v
module alu #(
    parameter DATA_W = 32,
    parameter SHAMT_W = 5,
    parameter OP = 3
)(
    input  wire [DATA_W-1:0] a,
    input  wire [DATA_W-1:0] b,
    input  wire [OP-1:0]     s,
    input  wire               ext,
    output reg  [DATA_W-1:0]  y
);
    wire [SHAMT_W-1:0] shamt = b[SHAMT_W-1:0];
    always @(*) begin
        case (s)
            3'b000: y = ext ? (a - b) : (a + b);  
            3'b111: y = a & b;                   
            3'b110: y = a | b;                   
            3'b100: y = a ^ b;                   
            3'b001: y = a << shamt;              
            3'b101: begin                        
                if (ext)
                    y = $signed(a) >>> shamt;   
                else
                    y = a >> shamt;             
            end
            default: y = 0;
        endcase
    end
endmodule
module rfile #(
    parameter REG_W = -1,
    parameter REG_S = -1,
    parameter DATA_W = -1
)(
    input wire                  clk,
    input wire  [REG_W-1:0]     a1,a2,a3,
    output wire  [DATA_W-1:0]   rd1,rd2,
    input wire  [DATA_W-1:0]    wd,
    input wire                  we
);
    reg [DATA_W-1:0] rf [0:REG_S-1];
    wire [DATA_W-1:0] x1;
    assign x1 = rf[1];
    assign rd1 = (a1 == 0) ? {DATA_W{1'b0}} : rf[a1];
    assign rd2 = (a2 == 0) ? {DATA_W{1'b0}} : rf[a2];
    always @(posedge clk) begin
        if (we && (a3 != 0)) begin
            rf[a3] <= wd;
        end
    end
endmodule
module rv32i #(
    parameter   MEMORY_S    =   2**8,
    parameter   OPCODE_W    =   7,
    parameter   SHAMT_W     =   5,
    parameter   OP          =   3,
    parameter   PC_W        =   8,
    parameter   REG_W       =   5,
    parameter   DATA_W      =   32,
    parameter   REG_S       =   32,
    parameter   FUNCT3      =   3,
    parameter   FUNCT7      =   7,
    parameter   IMM         =   32,
    parameter   BYTE        =   8,
    parameter   HALF        =   2*BYTE,
    parameter   WORD        =   4*BYTE,
    parameter   STORE_M     =   2
)(
    input wire                  clk,
    input wire                  n_rst,
    input wire  [DATA_W-1:0]    instruction,
    output wire [PC_W-1:0]      pc,
    input wire  [DATA_W-1:0]    d_in,
    output wire                 wr_en,
    output wire [STORE_M-1:0]   mode,
    output wire [PC_W-1:0]      wr_addr,
    output wire [PC_W-1:0]      rd_addr,
    output wire [DATA_W-1:0]    d_out
);
    reg [PC_W - 1:0]        pc_reg;
    reg                     pc_en_reg;
    reg [DATA_W - 1:0]      inst;
    wire                    r_we;
    assign pc    = pc_reg;
    always @(posedge clk or negedge n_rst) begin
        if (!n_rst) begin
            pc_reg <= 0;
        end else begin
            pc_reg <= pc_reg + 8'd4;
        end
    end
    always @(posedge clk or negedge n_rst) begin
        if (!n_rst) begin
            inst <= 0;
        end else begin
            inst <= instruction;
        end
    end
    wire    [REG_W-1:0]     rs1,rs2,rd;
    wire    [DATA_W-1:0]    rdata1,rdata2;
    wire                    aluop;
    wire    [OPCODE_W-1:0]  opcode;
    wire    [FUNCT3-1:0]    funct3;
    wire    [IMM-1:0]       imm;
    wire    [19:0   ]       sext;
    reg     [REG_W-1:0]     rd_E;
    reg     [DATA_W-1:0]    rdata_E1,rdata_E2;
    reg                     aluop_E;
    reg     [OP-1:0]        funct3_E;
    reg     [IMM-1:0]       imm_E;
    reg     [OPCODE_W-1:0]  opcode_E;
    assign funct7   = inst[31:25];
    assign rs2      = inst[24:20];
    assign rs1      = inst[19:15];
    assign funct3   = inst[14:12];
    assign rd       = inst[11:7];
    assign opcode   = inst[6:0];
    assign aluop    = inst[30];
    assign sext     = {20{inst[31]}};
    assign imm      = {sext, funct7, rs2};
    rfile #(
        .REG_W(REG_W),
        .DATA_W(DATA_W),
        .REG_S(REG_S)
    )rfile(
        .clk(clk),
        .a1(rs1),        
        .a2(rs2),        
        .a3(rd_W),       
        .rd1(rdata1),    
        .rd2(rdata2),    
        .wd(wd),         
        .we(r_we)        
    );
    always @(posedge clk) begin
        rdata_E1    <= rdata1;
        rdata_E2    <= rdata2;
        rd_E        <= rd;
        funct3_E    <= funct3;
        aluop_E     <= aluop;
        opcode_E    <= opcode;
        imm_E       <= imm;
    end
    reg     [DATA_W-1:0]    alu_res_M;
    reg     [REG_W-1:0]     rd_M;
    reg     [FUNCT3-1:0]    funct3_M;
    reg     [DATA_W-1:0]    rdata_M1,rdata_M2;
    reg     [OPCODE_W-1:0]  opcode_M;
    wire    [DATA_W-1:0]    alu_res;
    wire    [DATA_W-1:0]    in_a, in_b;
    wire    [FUNCT3-1:0]    s;
    assign beq      = (funct3_E == 3'b000);
    assign bne      = (funct3_E == 3'b001);
    assign blt      = (funct3_E == 3'b100);
    assign bge      = (funct3_E == 3'b101);
    assign bltu     = (funct3_E == 3'b110);
    assign bgeu     = (funct3_E == 3'b111);
    assign s        = (opcode_E[4]) ? funct3_E : 0;
    assign in_a     = rdata_E1;
    assign in_b     = imm_E;
    alu #(
        .DATA_W(DATA_W),
        .SHAMT_W(SHAMT_W),
        .OP(OP)
    )alu(
        .a(in_a),
        .b(in_b),
        .s(s),  
        .ext(aluop_E),
        .y(alu_res)
    );
    always @(posedge clk)begin
        alu_res_M   <= alu_res;
        rd_M        <= rd_E;
        funct3_M    <= funct3_E;
        opcode_M    <= opcode_E;
        rdata_M1    <= rdata_E1;
        rdata_M2    <= rdata_E2;
    end
    wire    [DATA_W-1:0]    rd_data;
    reg     [OPCODE_W-1:0]  opcode_W;
    reg     [DATA_W-1:0]    rd_data_W;
    reg     [DATA_W-1:0]    alu_res_W;
    reg     [REG_W-1:0]     rd_W;
    assign rd_addr  = alu_res_M;
    assign rd_data  = rd_data_sel(funct3_M,d_in);
    function [DATA_W-1:0] rd_data_sel(
        input [FUNCT3-1:0] funct,
        input [DATA_W-1:0] data
    );
        case(funct)
            3'b000 : rd_data_sel = (data[7]) ? {24'hFFFFFF,data[7:0]}:{24'h0,data[7:0]};
            3'b001 : rd_data_sel = (data[15]) ? {16'hFFFF,data[15:0]}:{16'h0,data[15:0]};
            3'b010 : rd_data_sel = data;
            3'b100 : rd_data_sel = {24'h0,data[7:0]};
            3'b101 : rd_data_sel = {16'h0,data[15:0]};
            default: rd_data_sel = 32'h0;
        endcase
    endfunction
    always @(posedge clk) begin
        opcode_W    <= opcode_M;
        rd_data_W   <= rd_data;
        rd_W        <= rd_M;
        alu_res_W   <= alu_res_M;
    end
    wire [DATA_W-1:0]   wd;
    assign wd       = rd_data_W;
    assign r_we     = (opcode_W == 7'b0000011);
endmodule
File: /design/flow/run.sh
#!/bin/bash
# OpenROAD 26Q1-2900-gdf79404cd8, Yosys 0.63+post, stock flow scripts
make -C /OpenROAD-flow-scripts/flow DESIGN_CONFIG=/design/flow/config.mk WORK_HOME=/design/flow/orfs finish
File: /design/flow/config.mk
export PLATFORM = sky130hd
export DESIGN_NAME = rv32i
export DESIGN_NICKNAME = rv32i
export VERILOG_FILES = /design/flow/design.v
export SDC_FILE = /design/flow/constraint.sdc
export NUM_CORES = 4
export LEC_CHECK = 1
export CORE_UTILIZATION = 30
File: /design/flow/constraint.sdc
current_design rv32i

set clk_period 13.4
set clk_io_pct 0.2

create_clock -name clk0 -period $clk_period [get_ports {clk}]

set non_clock_inputs [all_inputs -no_clocks]
set_input_delay [expr $clk_period * $clk_io_pct] -clock clk0 $non_clock_inputs
set_output_delay [expr $clk_period * $clk_io_pct] -clock clk0 [all_outputs]
==> Slide: Implementation Results <==
Physical Implementation Snapshot

Route
  – Number of DRC markers in iteration 0: 1348
  – Number of antenna cells inserted: 0
  – Wire length per cell after detailed routing: 24.1 µm
  – Sum of routed wire length over all layers: 109000 µm
  – Vias per cell: 4.79
  – Remaining DRCs: 0
  – Number of nets still failing antenna checks after routing: 0
  – Pre-Repair DR Iteration Count: 7
  – Vias after detailed routing: 21702

Setup path
  – Arrival time worst endpoint: 1.63 ns
  – Chain of cells forming the critical path: clkdlybuf4s50_1
  – Critical path's top delay family: buffers and inverters
  – Buffer-and-inverter tally for the worst setup path: 1
  – Startpoint class of the critical path: flip-flop
  – Data required time of the critical path: 10.72 ns
  – Category of the critical setup timing path: reg2out
  – Setup crit end kind: output port
  – Worst path max stage delay: 0.50 ns
  – Crit Path Max Fanout: 4
  – Slowest library cell on the worst path: sky130_fd_sc_hd__clkdlybuf4s50_1

Placement
  – Port Buffers: 75
  – Setup slack at placement: 9.06 ns
  – Final GP Congestion: 0.884
  – Detail Placement HPWL: 61000 µm

Clocking
  – Clock Path Buffers: 3
  – Number of H-tree branching levels: 3
  – Buffers inserted by post-CTS timing repair: 0
  – Clock latency on the worst-skew pair: 0.70 ns
  – Post_cts resized: 0
  – Number of clock buffers inserted by TritonCTS: 113
  – Post-cts hold-fix buffer tally: 0
  – Buffer type at the clock tree root: sky130_fd_sc_hd__clkbuf_16
  – CTS clk-pin slew, worst paths: 0.06 ns
  – Clock tree from TritonCTS: done
  – Clock sink count: 1180

Power
  – Power density relative to cell area: 146 nW/µm²
  – Static power due to leakage: 17.6 nW
  – IR drop worst, VDD: 0.106 mV

STA
  – Final hold slack: 0.324 ns
  – Worst Tran Pin Value: 0.982 ns
  – RSZ-0062 raised after global routing: no
  – Accumulated negative setup slack: 0 ns
  – Highest achievable clock rate: 0.232 GHz
  – Headroom to the max-slew limit: 34.5%
  – Final worst-path cycle share: 32.2%
  – Final Skew: 0.0450 ns
  – Period minus WS final: 4.31 ns
  – Max-slew violation count: 0
  – Worst Slack Setup Final: 9.09 ns
  – Number of hold violations in the final report: 0
  – Final setup violating endpoints: 0

Outcome
  – Run status: completed

Synthesis
  – Flip-flop cell with the highest count after synthesis: sky130_fd_sc_hd__edfxtp_1
  – Yosys cell count: 2223
  – List of most frequent post-synthesis cells: sky130_fd_sc_hd__edfxtp_1, sky130_fd_sc_hd__mux4_2, sky130_fd_sc_hd__dfxtp_1, sky130_fd_sc_hd__nand2_1, sky130_fd_sc_hd__clkbuf_1
  – Share of synthesized cell area in and-or and or-and compound cells: 2.08%
  – Share of the synthesized area in the top cell type: 67.3%
  – Cells after Synth: 2223
  – EDFF count, synth: 1024
  – Top cells, area: sky130_fd_sc_hd__edfxtp_1, sky130_fd_sc_hd__mux4_2, sky130_fd_sc_hd__dfxtp_1
  – MUX area fraction: 17.6%
  – Average instance area after synthesis: 20.6 µm²
  – Synth cell types: 58
  – Post-Synth Adder-Cell Area: 0.756%
  – Post-Synthesis Cell Area: 45700 µm²
  – Parity-gate share of the synthesized area counting xor and xnor cells: 0.287%
  – Area figure in the yosys stat output: 45700 µm²
  – Simple-gate share of the synthesized area: 2.44%
  – Library cell occupying the most area in the post-synthesis netlist: sky130_fd_sc_hd__edfxtp_1
  – Yosys warning count: 53
  – Share of flip-flops with an asynchronous set or reset: 2.88%
  – Register area share after synthesis: 74.5%
  – Top comb family, area: multiplexers
  – Count leader, synth: sky130_fd_sc_hd__edfxtp_1
  – Post-synthesis sequential element count: 1180

Global route
  – GR Overflow Total: 0
  – Antenna violations before repair: 3
  – Maximum number of pins on one net before global-route repair: 89
  – Gr usage total: 15.5%
  – Vias in the first global route: 23497
  – Global-route wire length before repair: 160000 µm

Final layout
  – Largest register FFs: 1024
  – Largest register by flop count: rfile.rf
  – Fraction of final layout cells sized beyond drive strength 1: 25.6%
  – Utilization after layout: 35.4%
  – Top Registers: rfile.rf: 1024 flops, rd_data_W: 32 flops, rdata_E1: 32 flops
  – Layout overhead on the synthesized area: 16.4%
  – Fill cell total of the finished layout: 13735

Job
  – Stage-log warning count: 40
  – Max-cap violations: 0

Floorplan
  – Area of the chip: 154000 µm²
  – Number of top-level pins: 125
  – Cell row count: 142
  – Area of the core: 150000 µm²
  – Chip height: 392 µm
  – Effective utilization at floorplan: 30.4%
  – Die width: 392 µm

Hold path
  – Worst hold path class: reg2reg
[final timing paths]
| check | startpoint | to | slack (ns) | cells past startpoint |
|---|---|---|---|---|
| setup reg to reg | inst[15] | rdata_E1[28] | 9.20 | 7 |
| hold reg to reg | rd_E[2] | rd_M[2] | 0.32 | 0 |
| min in group asynchronous | n_rst | inst[8] | 2.12 | 2 |
| setup / recovery | pc_reg[4] | pc[4] | 9.09 | 1 |
| hold / removal | rd_E[2] | rd_M[2] | 0.32 | 0 |
| max in group asynchronous | n_rst | inst[18] | 10.73 | 2 |
[logic make-up (layout without fill, tap and decap cells)]
kind of cell    Yosys count  in the layout
mux                     369            369
buf+inv                 217            433
flops                  1180           1180
simple gates            254            254
fa+ha+maj                27             27
compound gates          160            160
xor+xnor                 15             15
other cells               1             77
[report_power, final]
group	total [mW]	internal [mW]	switching, mW	leakage [nW]
logic	0.438	0.203	0.234	4.60
clock network	3.23	1.88	1.35	1.85
registers	4.11	4.05	0.0538	11.2
total	7.78	6.14	1.64	17.6
[final cells by class]
cell class | instances | area [µm²] | share of cell area, %
inverters | 53 | 199 | 0.374
flip-flops and latches | 1180 | 34100 | 64.0
clock buffers | 151 | 3110 | 5.84
clock inverters | 62 | 713 | 1.34
multi-input cells | 902 | 11100 | 20.9
repair buffers | 167 | 1460 | 2.75
well taps | 2016 | 2520 | 4.74
[routing by layer]
layer  wire length [µm]  global-route usage, %  vias up
li1                   -                      -     9350
met1              37000                   18.0    10879
met2              51000                   23.0     1314
met3              19200                   12.4      149
met4               2030                   2.60       10
met5                 66                      0        -
[layout by cell type, fill, tap and decap left out, types with 50 or more instances in the layout]
| cell type | netlist | final |
|---|---|---|
| sky130_fd_sc_hd__mux4_2 | 342 | 342 |
| sky130_fd_sc_hd__inv_1 | 50 | 50 |
| sky130_fd_sc_hd__clkdlybuf4s50_1 | 0 | 74 |
| sky130_fd_sc_hd__o21ai_0 | 51 | 51 |
| sky130_fd_sc_hd__clkbuf_16 | 0 | 115 |
| sky130_fd_sc_hd__dfxtp_1 | 122 | 120 |
| sky130_fd_sc_hd__nand2_1 | 121 | 121 |
| sky130_fd_sc_hd__conb_1 | 1 | 77 |
| sky130_fd_sc_hd__edfxtp_1 | 1024 | 1024 |
| sky130_fd_sc_hd__buf_4 | 48 | 90 |
[through the flow]
stage                     instance area [µm²]  power, mW  std cells
after global placement                  49400       4.63       4318
after CTS                               53200       7.86       4531
after global routing                    53200       8.05       4531
after floorplan                         46000       4.46       2299
final                                   53200       7.78       4531
after detailed placement                49400       4.63       4318
Power and IR drop assume default switching activity.
